**flow/design.v**
```verilog
module example(clk, A, duty_cyc);
	input clk;
	input wire[3:0] duty_cyc;
	output reg A;
reg[26:0] delay;
always@(posedge clk) begin
if(A==0)
begin
		delay = delay+1;
		if(delay==10000000*duty_cyc)
		begin
			delay=27'b0;
			A=!A;
		end
end 
if(A==1)
begin
		delay = delay+1;
		if(delay==10000000*(15-duty_cyc))
		begin
			delay=27'b0;
			A=!A;
		end
end
end
endmodule
```
**flow/run.sh**
```bash
#!/bin/bash
# OpenROAD 26Q1-2900-gdf79404cd8, Yosys 0.63+post, stock flow scripts
make -C /OpenROAD-flow-scripts/flow DESIGN_CONFIG=/design/flow/config.mk WORK_HOME=/design/flow/orfs finish
```
**flow/config.mk**
```make
export PLATFORM = sky130hd
export DESIGN_NAME = example
export DESIGN_NICKNAME = example
export VERILOG_FILES = /design/flow/design.v
export SDC_FILE = /design/flow/constraint.sdc
export NUM_CORES = 4
export LEC_CHECK = 1
export CORE_UTILIZATION = 40
```
**flow/constraint.sdc**
```tcl
current_design example

set clk_period 10.5
set clk_io_pct 0.2

create_clock -name clk0 -period $clk_period [get_ports {clk}]

set non_clock_inputs [all_inputs -no_clocks]
set_input_delay [expr $clk_period * $clk_io_pct] -clock clk0 $non_clock_inputs
set_output_delay [expr $clk_period * $clk_io_pct] -clock clk0 [all_outputs]
```
==> out/summary.txt <==
Max IR drop VDD: 0.0647 mV
Outcome: completed
DIE AREA: 0.0181 mm²
Critical Path RT: 10.66 ns
Pwr Density: 69.0 mW/mm²
Pleak: 0.00275 µW
Final non-filler cell total: 1153
Hold/Removal Path Class: flip-flop to flip-flop
Kind of end point of the critical path: flip-flop
# DRC: 0
N_diodes: 0
Pin count of the biggest net entering global routing: 64
Seq share, synth: 7.99%
Initial antenna violation count: 1
First-pass GRT wire length: 40200 µm
Hold Crit Start: delay[24]
Core Box Area: 0.0172 mm²
Tmin final: 9.80 ns
Layout cells sized above 1: 7.87%
Warnings, synthesis: 1
Syn Inst Count: 960
Most used DFF post-synth: dfxtp_1
Setup_tns: 0 ns
Fa+ha+maj area frac: 14.3%
Cell area after synthesis: 0.00702 mm²
Aoi share: 26.5%
Largest fanout on the critical path: 18
CTS Buf Count: 3
Total congestion overflow: 0
Routed vias: 7404
Chip width: 134 µm
Area leader share: 13.2%
Drt via density: 6.42
GPL Wtd Cong: 1.03
Top non-seq family: simple AND/OR/NAND/NOR gates
Max-Cap Viols: 0
Fillcell total: 1763
Vias in the first global route: 6780
Synthesized area per cell: 7.31 µm²
Tool Warnings: 37
Asr flop ratio synth: 0%
Unique masters post-synth: 88
Worst r2r src: delay[0]
I/O Buffers: 5
Worst slack, placed: 0.419 ns
Maximum clock rate: 102 MHz
Final Util: 42.7%
Critical path class: input port to flip-flop
Total Routing Usage GR: 29.6%
Die y size: 134 µm
Cell area leaders: ha_1 13%, xnor2_1 9.1%, dfxtp_1 8.0%
Final worst setup slack: 0.697 ns
RSZ-0062 raised after global routing: false
CP arrival: 9.96 ns
Routed Wire Length: 25800 µm
Slew at the pin closest to its max-slew limit: 0.972 ns
Clock tree buffer depth: 2
Clock transition at path regs: 0.08 ns
Crit path launch type: input port
Dpl hpwl: 19900 µm
# IOs: 6
Setup violators final: 0
Area fraction in mux cells: 1.05%
Relative slew slack: 34.6%
Row cnt: 48
Area leader, netlist: ha_1
CP Launch Point: duty_cyc[1]
Initial DRC Count: 631
Final Max Tran Viols: 0
Xor and xnor area share after synthesis: 14.2%
Cycle use final: 93.4%
TritonCTS Sinks: 28
Clk root buf: clkbuf_16
Total iterations of the first detailed-routing run: 5
CTS tree: built
Yosys cell count: 960
Layout area overhead: 4.79%
Number of enable flip-flop cells: 0
Clock latency (worst-skew pair): 0.28 ns
Simple-Gate Fraction of Synth Area: 29.6%
Clk_skew: 0.00473 ns
Wirelength per Cell: 22.4 µm
Placed cells: 1149
Htree depth: 1
Final Hold Viols: 0
Ys flops: 28
Floorplan core density: 40.7%
Detail Route Antenna Nets: 0
Chip Area, Yosys: 0.00702 mm²
## synth_stat cells (5+ instances only)
cell type / count
a31oi_1: 31
o31ai_1: 8
buf_1: 8
a21o_1: 10
or4_1: 10
nor3b_1: 6
o2111ai_1: 6
and2_1: 11
a21boi_0: 5
a211oi_1: 13
o21ai_0: 58
inv_1: 39
nand4_1: 27
o211ai_1: 19
nand3b_1: 8
dfxtp_1: 28
nor2_1: 58
clkbuf_1: 40
buf_4: 7
nand2b_1: 9
o22ai_1: 5
and4_1: 6
a31o_2: 6
nor4_1: 11
nor3_1: 27
xor2_1: 22
and3_1: 13
nand2_1: 80
o311ai_0: 6
or3_1: 8
a21oi_1: 39
buf_2: 6
or2_2: 7
a311oi_1: 5
xnor3_1: 6
nor2b_1: 12
o21bai_1: 9
xnor2_1: 73
nand3_1: 48
ha_1: 74
a2111oi_0: 5
## placed cells by master, fill, tap and decap left out, types with 10 or more instances in the layout
master,Yosys,final
nand2_1,80,80
ha_1,74,74
xnor2_1,73,73
nor2_1,58,58
o21ai_0,58,58
nand3_1,48,48
inv_1,39,39
a21oi_1,39,39
a31oi_1,31,31
nand4_1,27,27
nor3_1,27,27
dfxtp_1,28,27
buf_4,7,23
xor2_1,22,22
o211ai_1,19,19
and3_1,13,13
a211oi_1,13,12
nor2b_1,12,12
nor4_1,11,11
and2_1,11,11
a21o_1,10,10
or4_1,10,10
## state kept, by name (all words and copies together), names as in the netlist
signal / count
A: 1
delay: 27
## report_power, final
part | internal, µW | leakage, µW | switching (µW)
clock network | 76.4 | 0.0000511 | 48.2
logic | 114 | 0.00248 | 152
registers | 108 | 0.000227 | 7.80
total | 299 | 0.00275 | 209
## metrics by stage
step / hold WS, ns / power (µW) / cell area, µm²
2_1_floorplan: 0.555 / 316 / 7020
3_3_place_gp: 0.545 / 382 / 7250
3_5_place_dp: 0.558 / 381 / 7250
4_1_cts: 0.578 / 507 / 7350
5_1_grt: 0.614 / 540 / 7360
6_report: 0.587 / 508 / 7360
## path summary, 6_finish.rpt
check,end,slack (ns),depth (start not counted)
max,delay[24],0.70,28
min,delay[24],0.59,1
max reg2reg,delay[24],2.69,23
min reg2reg,delay[24],0.59,1
## critical path: stages
cell             delay (ns)
clkdlybuf4s50_1        0.47
inv_1                  0.12
ha_1                   0.37
ha_1                   0.29
ha_1                   0.17
inv_1                  0.06
fa_1                   0.39
nand2b_1               0.19
a211oi_1               0.26
o211ai_1               0.21
xnor3_1                0.40
nor3b_1                0.20
o21ai_2                0.21
o41ai_4                0.13
o21ai_0                0.20
ha_1                   0.31
o2111ai_1              0.23
nor3b_1                0.58
nand2_1                0.14
o41a_1                 0.43
nor4_1                 0.59
and4b_1                0.29
a31oi_1                0.04
o21ai_0                0.34
nand4_2                0.48
buf_4                  0.39
a311oi_1               0.28
a31oi_1                0.06
## timing repair
item / CTS / global route
resized: 0 / 1
endpoints found under the hold margin: 0 / 0
setup endpoints to repair: 0 / 7
hold buffers: 0 / 0
setup buffers: 0 / 0
## cell type report
class,instances,area (µm²),share of cell area [%]
Multi-Input combinational cell,828,6030,82.0
Sequential cell,28,562,7.64
Tap cell,225,282,3.83
Timing Repair Buffer,28,223,3.03
Inverter,40,150,2.04
Clock buffer,3,75.1,1.02
Clock inverter,1,30.0,0.408
## routing by layer
metal	vias up	GRT usage, %	part of all wire [%]
met4	2	9.55	4.1
met1	3447	42.5	44
li1	3559	-	-
met2	328	43.9	42
met3	68	7.13	9.3
met5	-	0	0.050
## cells by family after synthesis
logic type               count (synthesis)
adder cells (fa/ha/maj)                 78
XOR/XNOR                               103
AND/OR/NAND/NOR                        370
buffers and inverters                  104
flip-flops                              28
AND-OR/OR-AND                          271
multiplexers                             6
Power is estimated from default activity; no workload was simulated.
