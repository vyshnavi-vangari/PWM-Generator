==> ./config.mk <==
export PLATFORM = sky130hd
export DESIGN_NAME = PWM_Generator
export DESIGN_NICKNAME = PWM_Generator
export VERILOG_FILES = /design/flow/design.v
export SDC_FILE = /design/flow/constraint.sdc
export NUM_CORES = 4
export LEC_CHECK = 1
export CORE_UTILIZATION = 30
==> ./constraint.sdc <==
current_design PWM_Generator

set clk_period 4.3
set clk_io_pct 0.2

create_clock -name clk0 -period $clk_period [get_ports {clk}]

set non_clock_inputs [all_inputs -no_clocks]
set_input_delay [expr $clk_period * $clk_io_pct] -clock clk0 $non_clock_inputs
set_output_delay [expr $clk_period * $clk_io_pct] -clock clk0 [all_outputs]
==> ./design.v <==
`timescale 1ns / 1ps
module PWM_Generator(
            input clk,
            output reg PWM_output);
   reg [2:0] state;
   parameter DUTY_100 = 100000000;
   parameter DC_100 = 0;
   parameter DC_75  = 1;
   parameter DC_50  = 2;
   parameter DC_25  = 3;
   parameter DC_0   = 4;
   reg [31:0] counter; 
   reg [1:0] counter1;
   reg flag;  
   initial 
   begin
		flag = 0;
		state = DC_0;
		counter = 0;
		counter1 = 0;
   end
   always@(posedge clk)
   begin   
        case (state)
            DC_0:   begin
                        if(counter == DUTY_100)
                        begin
	                        state = DC_25;                           							
                            counter = 0;
							flag = 0;
                        end
                        else
                        begin
                            state = DC_0;
							counter = counter + 1;
                        end
                        PWM_output = 1'b0;
                    end
            DC_25:  begin
                        if(counter1 == 0)
						begin
							PWM_output = 1'b1;
						end
						else
						begin
							PWM_output = 1'b0;
						end
						counter1 = counter1 + 1;
						if(counter == DUTY_100)
						begin
							if(flag == 0)
							begin
								state = DC_50;
							end
							else
							begin
								state = DC_0;
							end
							counter = 0;
							counter1 = 0;
						end
						else
						begin
							state = DC_25;
							counter = counter + 1;
						end
                    end
            DC_50:  begin
                        if(counter1 == 0 || counter1 == 1)
						begin
							PWM_output = 1'b1;
						end
						else
						begin
							PWM_output = 1'b0;
						end
						counter1 = counter1 + 1;
						if(counter == DUTY_100)
						begin
							if(flag == 0)
							begin						
								state = DC_75;
							end
							else
							begin
								state = DC_25;
							end
							counter = 0;
							counter1 = 0;
						end
						else
						begin
							state = DC_50;
							counter = counter + 1;
						end
                    end
            DC_75:  begin
                        if(counter1 == 0)
						begin
							PWM_output = 1'b0;
						end
						else
						begin
							PWM_output = 1'b1;
						end
						counter1 = counter1 + 1;
						if(counter == DUTY_100)
						begin
							if(flag == 0)
							begin
								state = DC_100;
							end
							else
							begin
								state = DC_50;								
							end
							counter = 0;
							counter1 = 0;
						end
						else
						begin
							state = DC_75;
							counter = counter + 1;
						end
                    end
            DC_100:   begin
                        if(counter == DUTY_100)
                        begin
                            state = DC_75;                           
                            counter = 0;
							flag = 1;
                        end
                        else
                        begin
                            state = DC_100;
							counter = counter + 1;
                        end
                        PWM_output = 1'b1;
                    end
        endcase        
   end
endmodule
==> ./run.sh <==
#!/bin/bash
# OpenROAD 26Q1-2900-gdf79404cd8, Yosys 0.63+post, stock flow scripts
make -C /OpenROAD-flow-scripts/flow DESIGN_CONFIG=/design/flow/config.mk WORK_HOME=/design/flow/orfs finish
==> impl_metrics.env <==
# implementation run metrics
export IMPL_status="finished, final reports clean"
export IMPL_core_sq_um=6830
export IMPL_drcViolationCount=0
export IMPL_worstHoldPathType="register to register"
export IMPL_wire_per_inst_um=12.7
export IMPL_grt_remaining_overflow=0
export IMPL_crit_arrival_ns=2.69
export IMPL_clkTransAtPathRegs_ns=0.07
export IMPL_vias=1423
export IMPL_die_h_um=86.4
export IMPL_setup_viol=0
export IMPL_fin_cells=300
export IMPL_clock_latency_ns=0.29
export IMPL_grt_pass1_wl_mm=6.43
export IMPL_hold_depth=1
export IMPL_leakage_nw=0.871
export IMPL_insertedDiodeCount=0
export IMPL_power_density_nw_per_um2=273
export IMPL_power_frac_seq_pct=63.6
export IMPL_synth_cells=194
export IMPL_cts_repair_resized=0
export IMPL_holdPathEnd="counter1[0]"
export IMPL_cts_tree="built"
export IMPL_finalSetupTns_ns=0
export IMPL_start_kind="register"
export IMPL_post_route_min_period_ns=2.55
export IMPL_synth_top_area_share_pct=54.8
export IMPL_io_pin_count=2
export IMPL_worstSetupPathType="register to register"
export IMPL_crit_fanout=10
export IMPL_viasPerCell=4.74
export IMPL_end_kind="register"
export IMPL_power_internal_mw=0.522
export IMPL_grt_pass1_vias=1293
export IMPL_synth_area_sq_um=2140
export IMPL_power_total_mw=0.646
export IMPL_ys_ff=39
export IMPL_dp_hpwl_mm=2.65
export IMPL_numPortBuffers=1
export IMPL_ys_seq_share_pct=54.8
export IMPL_slew_headroom_pct=44.6
export IMPL_rows=30
export IMPL_topCellsByArea="edfxtp_1 (55%), xor2_1 (6.1%), xnor2_1 (5.3%), nor2_1 (5.1%), nand2_1 (3.0%)"
export IMPL_tightest_slew_ns=0.824
export IMPL_drive_gt1_share_pct=6.86
export IMPL_reg2reg_from="counter[0]"
export IMPL_rsz0062_at_grt="false"
export IMPL_slew_violations=0
export IMPL_worstPathRequired_ns=4.44
export IMPL_detail_route_first_pass_iterations=4
export IMPL_fp_util_pct=31.3
export IMPL_r2r_cells=8
export IMPL_combPwrFrac_pct=0
export IMPL_syn_to_final_growth_pct=10.7
export IMPL_cts_setup_buffers=0
export IMPL_cts_made_buffers=5
export IMPL_cts_max_level=2
export IMPL_worstHoldStart="counter1[0]"
export IMPL_routabilityCongestion=0.808
export IMPL_clock_tree_root_cell="clkbuf_8"
export IMPL_warnings=27
export IMPL_yosysTopAreaCell="edfxtp_1"
export IMPL_whs_ns=0.608
export IMPL_finClkSkew_ns=0.00420
export IMPL_switching_share_pct=19.3
export IMPL_holdBufCountCts=0
export IMPL_ir_drop_mv=0.0846
export IMPL_dr_first_iter_drc_count=100
export IMPL_max_cap_viol_count=0
export IMPL_r2r_end="state[2]"
export IMPL_yosysWarnings=1
export IMPL_fmax_mhz=393
export IMPL_ys_area_sq_um=2140
export IMPL_p_clk_share_pct=36.4
export IMPL_dp_slack_ns=1.77
export IMPL_switching_power_mw=0.125
export IMPL_grt_usage_pct=11.5
export IMPL_drtAntennaViolNets=0
export IMPL_wl_mm=3.80
export IMPL_fillCellCount=711
export IMPL_synth_cell_types=34
export IMPL_clock_sinks=39
export IMPL_ys_cells=194
export IMPL_fin_crit_sh_pct=59.2
export IMPL_dp_cells=292
export IMPL_dieArea_sq_um=7470
export IMPL_clockBufferDepth=2
export IMPL_ff2ff_setup_slack_ns=1.75
export IMPL_grt_start_max_net_pins=37
export IMPL_setup_ws_ns=1.75
export IMPL_syn_area_per_cell_sq_um=11.0
export IMPL_die_width_um=86.4
export IMPL_grt_antenna_before_repair=0
export IMPL_hold_viol_final=0
## cells in the mapped netlist (all sizes together)
cell type	count
mux2i	1
edfxtp	39
xnor2	13
nor2	29
nand4	10
inv	11
and4	3
and3	1
nor4b	3
a22o	1
o31ai	1
or3	2
nor4	4
or2	1
buf	1
a211o	1
nor3	7
o21ai	5
o2111a	1
a221oi	1
xor2	15
nor2b	4
nand2	17
or4	2
and4bb	1
nand3	10
ha	4
o311ai	1
a21o	1
a21oi	1
and2	3
## power groups by stage
| stage | logic [mW] | clock network [mW] | registers [mW] |
|---|---|---|---|
| CTS | 0.000000376 | 0.244 | 0.411 |
| finish | 0.000000376 | 0.235 | 0.411 |
| global route | 0.000000376 | 0.257 | 0.411 |
## flip-flops by register name (all words and copies together), names as in the netlist
name and count:
state 3, counter1 2, flag 1, counter 32
PWM_output 1
## metrics by stage
step | area, sq um | utilization, %
2_1_floorplan | 2140 | -
3_3_place_gp | 2290 | 33.5
3_5_place_dp | 2290 | 33.5
4_1_cts | 2370 | 34.7
5_1_grt | 2370 | 34.7
6_report | 2370 | 34.7
## critical path, cell delays in order, from the launching register on
cell      delay, ns
edfxtp_1       0.45
inv_1          0.09
ha_1           0.14
nor4b_1        0.35
nand4_1        0.33
nor4_4         0.57
buf_4          0.27
nand4_1        0.10
o21ai_0        0.09
## cells by family after synthesis
family	synth area share [%]
adder cells (fa/ha/maj)	2.34
AND/OR/NAND/NOR	24.4
flip-flops	54.8
buffers and inverters	2.28
XOR/XNOR	11.5
AND-OR/OR-AND	4.27
multiplexers	0.468
## routing by layer
metal  global-route usage [%]  wire length (um)
met5                        0                 0
met4                     1.36                52
met3                     2.22               119
met2                     15.9              1580
met1                     20.4              2050
## area by class of cell
cell class,count,area [sq um],area share [%]
clock buffer,6,72.6,3.07
clock inverter,2,7.51,0.317
sequential,39,1170,49.5
tap,96,120,5.07
multi-input combinational,143,930,39.3
timing repair buffer,3,25.0,1.06
inverter,11,41.3,1.74
## placed cells by master, fill, tap and decap left out, types with 2 or more instances in the layout
| cell type | count |
|---|---|
| ha_1 | 4 |
| nor3_1 | 7 |
| xor2_1 | 15 |
| or4_1 | 2 |
| nor2_1 | 29 |
| edfxtp_1 | 39 |
| xnor2_1 | 13 |
| o21ai_0 | 4 |
| nor4_1 | 2 |
| nor4b_1 | 3 |
| clkbuf_8 | 5 |
| and2_1 | 3 |
| and4_1 | 3 |
| nor2b_1 | 4 |
| clkinv_1 | 2 |
| buf_4 | 2 |
| nand2_1 | 17 |
| nand3_1 | 10 |
| inv_1 | 11 |
| nand4_1 | 10 |
## worst max-delay path by stage
stage	cells past startpoint	slack, ns	to	start
4_1_cts	8	1.73	state[2]	counter[0]
5_1_grt	8	1.56	state[2]	counter[0]
6_report	8	1.75	state[2]	counter[0]
Power is estimated from default activity; no workload was simulated.
